===== /design/flow/run.sh =====
#!/bin/bash
# OpenROAD 26Q1-2900-gdf79404cd8, Yosys 0.63+post, stock flow scripts
make -C /OpenROAD-flow-scripts/flow DESIGN_CONFIG=/design/flow/config.mk WORK_HOME=/design/flow/orfs finish

===== /design/flow/config.mk =====
export PLATFORM = sky130hd
export DESIGN_NAME = fir_1
export DESIGN_NICKNAME = fir_1
export VERILOG_FILES = /design/flow/design.v
export SDC_FILE = /design/flow/constraint.sdc
export NUM_CORES = 4
export LEC_CHECK = 1
export CORE_UTILIZATION = 30

===== /design/flow/constraint.sdc =====
current_design fir_1

set clk_period 20.5
set clk_io_pct 0.2

create_clock -name clk0 -period $clk_period [get_ports {clk}]

set non_clock_inputs [all_inputs -no_clocks]
set_input_delay [expr $clk_period * $clk_io_pct] -clock clk0 $non_clock_inputs
set_output_delay [expr $clk_period * $clk_io_pct] -clock clk0 [all_outputs]

===== /design/flow/design.v =====
`timescale 1ns / 1ps
module fir_1(
    input clk,
    input reset_p,
    input [15:0]x,
    input act,
    output [15:0]y,
    output ready
    );
    parameter L1 = 3'b000, L2 = 3'b001, L3 = 3'b010, Endloop = 3'b011, L4 = 3'b100;
    reg [2:0]state;
    reg [4:0]i;
    reg [31:0]acc;
    reg [15:0]shift_reg[0:10];
    reg [15:0]y;
    reg ready;
    integer j;
    always@( posedge clk or posedge reset_p)begin
        if( reset_p == 1'b1)begin
            state <= 3'b0;
            i <= 5'b0;
            acc <= 32'b0;            
            y <= 16'b0;
            ready <= 1'b1;
            for(j = 0; j < 11; j = j + 1) begin
                shift_reg[j] <= 16'b0;
            end
        end else begin
            case( state)
            L1: begin
                if( act == 1'b1)begin
                    state <= L2;
                    ready <= 1'b0;
                end else begin
                    ready <= 1'b1;
                end
                acc <= 32'b0;
                i   <= 5'd10;
            end
            L2: begin
                if( i == 5'b11111)begin  
                    state <= L4;
                end else begin
                    state <= L3;
                end
            end
            L3: begin
                if( i == 5'd0) begin
                    acc <= acc + (x * 16'b1111111101111000);
                    shift_reg[0] <= x;
                end else begin
                    case( i)
                        5'd10: acc <= acc + (shift_reg[10] * 16'b1111111101111000); 
                        5'd9:  acc <= acc + (shift_reg[ 9] * 16'b1111111001110011); 
                        5'd8:  acc <= acc + (shift_reg[ 8] * 16'b1111111110101001); 
                        5'd7:  acc <= acc + (shift_reg[ 7] * 16'b0000101110111100); 
                        5'd6:  acc <= acc + (shift_reg[ 6] * 16'b0010000010010010); 
                        5'd5:  acc <= acc + (shift_reg[ 5] * 16'b0010101110000110); 
                        5'd4:  acc <= acc + (shift_reg[ 4] * 16'b0010000010010010); 
                        5'd3:  acc <= acc + (shift_reg[ 3] * 16'b0000101110111100);
                        5'd2:  acc <= acc + (shift_reg[ 2] * 16'b1111111110101001);
                        5'd1:  acc <= acc + (shift_reg[ 1] * 16'b1111111001110011);
                        5'd0:  acc <= acc + (shift_reg[ 0] * 16'b1111111101111000);                   
                        default: acc <= acc;
                    endcase
                    case( i)
                    5'd10: shift_reg[10] <= shift_reg[9];
                    5'd9:  shift_reg[ 9] <= shift_reg[8];
                    5'd8:  shift_reg[ 8] <= shift_reg[7];
                    5'd7:  shift_reg[ 7] <= shift_reg[6];
                    5'd6:  shift_reg[ 6] <= shift_reg[5];
                    5'd5:  shift_reg[ 5] <= shift_reg[4];
                    5'd4:  shift_reg[ 4] <= shift_reg[3];
                    5'd3:  shift_reg[ 3] <= shift_reg[2];
                    5'd2:  shift_reg[ 2] <= shift_reg[1];
                    5'd1:  shift_reg[ 1] <= shift_reg[0];
                    default:shift_reg[0] <= 16'b0;
                    endcase
                end
                state <= Endloop;
            end
            Endloop: begin
                i <= i - 1;
                state <= L2;
            end
            L4: begin
                state <= L1;
                y <= acc[31:16];
            end
            default: begin
                state <= 3'b000;
            end
            endcase
        end
    end
endmodule

==> impl_results.rst <==
Flow metrics
------------

.. list-table::
   :header-rows: 1

   * - Metric
     - Value
   * - Result of the run
     - completed
   * - Number of sinks driven by the clock tree
     - 235
   * - Later-pin clock latency in the skew report
     - 640 ps
   * - Final weighted congestion in routability-driven placement
     - between 1 and 1.5
   * - Initial antenna violation count
     - 3
   * - Die Span Y
     - ~460 um
   * - First-pass iteration count of the detailed router
     - 7
   * - Clock tree from TritonCTS
     - done
   * - Seq cells post-synth
     - roughly 240
   * - Headroom to the max-slew limit
     - 37.3%
   * - Largest vdd supply drop
     - approximately 0.00039 V
   * - Tot GR Track Use
     - 20.1%
   * - Floorplan core density
     - 30.3%
   * - Required time reported for the critical path endpoint
     - 21030 ps
   * - Worst path most repeated cell
     - sky130_fd_sc_hd__fa_1
   * - Cell count listed in synth_stat.txt
     - 6682
   * - Fraction of final layout cells sized beyond drive strength 1
     - 5.05%
   * - Remaining design rule violation count
     - 0
   * - Chip width
     - roughly 460 um
   * - Worst Path Arrival
     - 12060 ps
   * - HPWL after detailed placement
     - 171 mm
   * - Synth async-reset ratio
     - 100%
   * - GRT Residual Overflow
     - 0
   * - Tool warnings
     - about 61
   * - CP max-delay cell
     - sky130_fd_sc_hd__clkdlybuf4s50_1
   * - Via-per-instance ratio
     - 4.87
   * - H-tree levels
     - 2
   * - Routed wirelength normalized by instance count
     - 20.9 um
   * - I/O Pins
     - 36
   * - Hold buffer count at CTS
     - 0
   * - Post_cts resized
     - 0
   * - Most common reg cell
     - sky130_fd_sc_hd__dfrtp_1
   * - Type of origin of the critical path
     - primary input
   * - Distinct cell type count of the synthesized netlist
     - 94
   * - Kind of end point of the critical path
     - flip-flop
   * - Die Area
     - 214000 um^2
   * - Time the final worst path needs with I/O delays and setup
     - 11530 ps
   * - Maximum buffer depth of the clock tree
     - 3
   * - Largest net degree at the start of global routing
     - 65
   * - Dominant delay contributor by cell family on the critical path
     - adder cells
   * - Count of buffers inserted at the top-level ports
     - 35
   * - TritonCTS buffer count
     - 36
   * - Slew at the pin closest to its max-slew limit
     - about 940 ps
   * - Largest fanout on the critical path
     - 7
   * - Final tally of max-slew violations
     - 0
   * - Total of endpoints with negative setup slack in the final report
     - 0
   * - Post-synthesis to final-layout area growth
     - 8.67%
   * - Number of DRC markers after the initial detailed-route iteration
     - roughly 2900
   * - CP Class
     - in2reg
   * - Cell accounting for the most synthesized area
     - sky130_fd_sc_hd__fa_1
   * - Row Count
     - 168
   * - Hold violation total from the final report
     - 0
   * - Final-layout setup total negative slack
     - 0 ps
   * - Average cell area after synthesis
     - 9.55 um^2
   * - Number of global-route vias before repair
     - roughly 50000
   * - Max-cap violations
     - 0
   * - Clock transition at the registers of the reported paths
     - about 70 ps
   * - Max Clock Skew
     - 48.1 ps
   * - Number of cells produced by synthesis
     - 6682
   * - Floorplan core area
     - 210000 um^2
   * - Area leader share
     - 31.6%
   * - Sequential element share of the synthesized area
     - between 9 and 10%
   * - Share of the cycle needed by the critical path after routing
     - 56.3%
   * - Ys Warns
     - 2
   * - Main area contributors
     - sky130_fd_sc_hd__fa_1 32%, sky130_fd_sc_hd__ha_1 23%, sky130_fd_sc_hd__inv_1 9.4%
   * - Type of the most critical hold path
     - reg2reg
   * - Achievable Freq
     - around 87 MHz
   * - Number of flip-flops under the largest register name
     - roughly 180
   * - Clock root buffer
     - sky130_fd_sc_hd__clkbuf_16
   * - Number of setup buffers added after CTS
     - 0
   * - Max stage delay on crit path
     - 670 ps
   * - Total wire length after detailed routing
     - 201 mm
   * - Total standard cell area after synthesis
     - 63800 um^2
   * - Leakage
     - roughly 37 nW
   * - Util after Layout
     - between 30% and 40%
   * - Total power consumption of the routed design
     - 4.55 mW
   * - Wire length of the first global-routing pass
     - slightly above 300 mm
   * - Total vias in the final route
     - 46700
   * - PD cells
     - 65.6 nW/um^2
   * - Area of the synthesized netlist per yosys stat
     - around 64000 um^2
   * - Unrepaired setup endpoints after global routing
     - no
   * - Number of enable flip-flop cells
     - 0
   * - CP Buf/Inv Count
     - 3
   * - Residual antenna-violating net count after detailed routing
     - 0
[cells by family (layout without fill, tap and decap cells)]
family                   after synthesis  after routing  synth area share, %
other                                  0              3                    0
AND-OR/OR-AND                       1251           1251                 12.8
adder cells (fa/ha/maj)             2166           2166                 54.3
flip-flops                           235            235                 9.22
multiplexers                         137            137                 2.40
buffers and inverters               1677           1789                 9.88
AND/OR/NAND/NOR                      864            864                 6.50
XOR/XNOR                             352            352                 4.83
[where the power goes]
| part | total (mW) | leakage (nW) | switching (mW) | internal (mW) |
|---|---|---|---|---|
| Sequential | 0.464 | 3.16 | 0 | 0.464 |
| Combinational | 3.42 | 33.6 | 1.95 | 1.47 |
| Clock | 0.669 | 0.590 | 0.284 | 0.385 |
[path summary, 6_finish.rpt]
| check | depth (start not counted) | endpoint | start | slack [ps] |
|---|---|---|---|---|
| worst min register to register | 2 | ready$_DFFE_PP1P_ | ready$_DFFE_PP1P_ | 470 |
| max in group asynchronous | 4 | shift_reg[9][15]$_DFFE_PP0P_ | reset_p | 14750 |
| worst min-delay path | 2 | ready$_DFFE_PP1P_ | ready$_DFFE_PP1P_ | 470 |
| worst max register to register | 30 | acc[29]$_DFFE_PP0P_ | shift_reg[7][7]$_DFFE_PP0P_ | 11850 |
| min in group asynchronous | 2 | shift_reg[3][13]$_DFFE_PP0P_ | reset_p | 3950 |
| worst max-delay path | 27 | acc[30]$_DFFE_PP0P_ | x[5] | 8970 |
[final cells by class]
cell class / instances / area, um^2
diodes: 3 / 7.51
clock buffers: 43 / 987
clock inverters: 19 / 225
fillers: 21200 / 141000
inverters: 1591 / 5980
multi-input cells: 4770 / 51600
flip-flops and latches: 235 / 5880
well taps: 2805 / 3510
repair buffers: 136 / 1110
[worst reg2reg max path, delay by kind of cell, from the launching register on]
kind | cells | cell delay (ps)
compound gates | 14 | 3480
fa+ha+maj | 7 | 3340
simple gates | 3 | 700
flops | 1 | 550
buf+inv | 4 | 210
xor+xnor | 1 | 150
mux | 1 | 140
[Yosys cell counts (20+ instances only)]
master and number:
sky130_fd_sc_hd__a211oi_1 36, sky130_fd_sc_hd__a21o_1 158, sky130_fd_sc_hd__a21oi_1 302, sky130_fd_sc_hd__a22oi_1 27, sky130_fd_sc_hd__a31oi_1 39, sky130_fd_sc_hd__and3_1 38, sky130_fd_sc_hd__clkbuf_1 81, sky130_fd_sc_hd__dfrtp_1 233
sky130_fd_sc_hd__fa_1 1006, sky130_fd_sc_hd__ha_1 1160, sky130_fd_sc_hd__inv_1 1591, sky130_fd_sc_hd__mux2_2 127, sky130_fd_sc_hd__nand2_1 255, sky130_fd_sc_hd__nand2b_1 55, sky130_fd_sc_hd__nand3_1 67, sky130_fd_sc_hd__nand4_1 30
sky130_fd_sc_hd__nor2_1 222, sky130_fd_sc_hd__nor2b_1 46, sky130_fd_sc_hd__nor3_1 48, sky130_fd_sc_hd__o211ai_1 23, sky130_fd_sc_hd__o21a_1 46, sky130_fd_sc_hd__o21ai_0 285, sky130_fd_sc_hd__o21bai_1 48, sky130_fd_sc_hd__o221ai_1 20
sky130_fd_sc_hd__o22ai_1 36, sky130_fd_sc_hd__o31ai_1 23, sky130_fd_sc_hd__or3_1 30, sky130_fd_sc_hd__xnor2_1 220, sky130_fd_sc_hd__xor2_1 132
[stage by stage]
step	hold WS [ps]	instances	setup slack, ps	area, um^2
floorplan	352	6682	9890	63800
global placement	457	9537	8410	68100
detailed placement	468	9537	8380	68100
CTS	473	9599	9070	69300
global route	513	9599	8640	69300
finish	473	9602	8970	69300
[layout by cell type, fill, tap and decap left out, drive strengths merged, types with 21 or more instances in the layout]
master,count
nand4,30
a21oi,305
clkdlybuf4s50,35
a21o,160
o22ai,36
o221ai,21
nor3,48
nand2b,55
o211ai,23
and3,40
clkbuf,43
o21bai,48
nand2,255
o21a,46
xor2,132
fa,1006
a22oi,27
nor2b,46
mux2,127
a211oi,39
o31ai,26
buf,101
inv,1596
ha,1160
dfrtp,233
o21ai,300
nand3,67
xnor2,220
a31oi,40
a221oi,21
or3,30
nor2,222
[layer usage]
layer / global-route usage [%] / wire length (um) / vias to the layer above
li1: - / - / 22100
met1: 29.2 / 89600 / 22800
met2: 29.0 / 85400 / 1515
met3: 7.14 / 19200 / 259
met4: 4.98 / 6690 / 2
met5: 0 / 8 / -
Power and IR drop assume default switching activity.
