## /design/flow/constraint.sdc

```tcl
current_design fir_pipe_1

set clk_period 13.2
set clk_io_pct 0.2

create_clock -name clk0 -period $clk_period [get_ports {clk}]

set non_clock_inputs [all_inputs -no_clocks]
set_input_delay [expr $clk_period * $clk_io_pct] -clock clk0 $non_clock_inputs
set_output_delay [expr $clk_period * $clk_io_pct] -clock clk0 [all_outputs]
```

## /design/flow/config.mk

```make
export PLATFORM = sky130hd
export DESIGN_NAME = fir_pipe_1
export DESIGN_NICKNAME = fir_pipe_1
export VERILOG_FILES = /design/flow/design.v
export SDC_FILE = /design/flow/constraint.sdc
export NUM_CORES = 4
export LEC_CHECK = 1
export CORE_UTILIZATION = 40
```

## /design/flow/run.sh

```bash
#!/bin/bash
# OpenROAD 26Q1-2900-gdf79404cd8, Yosys 0.63+post, stock flow scripts
make -C /OpenROAD-flow-scripts/flow DESIGN_CONFIG=/design/flow/config.mk WORK_HOME=/design/flow/orfs finish
```

## /design/flow/design.v

```verilog
`timescale 1ns / 1ps
module fir_pipe_1(
    input clk,
    input reset_p,
    input [15:0]x,
    output [15:0]y
    );
    wire [15:0]w_x[0:9];
    wire [31:0]w_acc[0:9];
    wire [31:0]tmp_y;
    FIR_stage state_0_inst( .clk( clk), .reset_p( reset_p), .x_in( x), .acc_in( 32'b0), 
        .coef( 16'b1111111101111000), .x_out( w_x[0]), .acc_out( w_acc[0]));
    FIR_stage state_1_inst( .clk( clk), .reset_p( reset_p), .x_in( w_x[0]), .acc_in( w_acc[0]), 
        .coef( 16'b1111111001110011), .x_out( w_x[1]), .acc_out( w_acc[1]));
    FIR_stage state_2_inst( .clk( clk), .reset_p( reset_p), .x_in( w_x[1]), .acc_in( w_acc[1]), 
        .coef( 16'b1111111110101001), .x_out( w_x[2]), .acc_out( w_acc[2]));
    FIR_stage state_3_inst( .clk( clk), .reset_p( reset_p), .x_in( w_x[2]), .acc_in( w_acc[2]), 
        .coef( 16'b0000101110111100), .x_out( w_x[3]), .acc_out( w_acc[3]));
    FIR_stage state_4_inst( .clk( clk), .reset_p( reset_p), .x_in( w_x[3]), .acc_in( w_acc[3]), 
        .coef( 16'b0010000010010010), .x_out( w_x[4]), .acc_out( w_acc[4]));
    FIR_stage state_5_inst( .clk( clk), .reset_p( reset_p), .x_in( w_x[4]), .acc_in( w_acc[4]), 
        .coef( 16'b0010101110000110), .x_out( w_x[5]), .acc_out( w_acc[5]));
    FIR_stage state_6_inst( .clk( clk), .reset_p( reset_p), .x_in( w_x[5]), .acc_in( w_acc[5]), 
        .coef( 16'b0010000010010010), .x_out( w_x[6]), .acc_out( w_acc[6]));
    FIR_stage state_7_inst( .clk( clk), .reset_p( reset_p), .x_in( w_x[6]), .acc_in( w_acc[6]), 
        .coef( 16'b0000101110111100), .x_out( w_x[7]), .acc_out( w_acc[7]));
    FIR_stage state_8_inst( .clk( clk), .reset_p( reset_p), .x_in( w_x[7]), .acc_in( w_acc[7]), 
        .coef( 16'b1111111110101001), .x_out( w_x[8]), .acc_out( w_acc[8]));
    FIR_stage state_9_inst( .clk( clk), .reset_p( reset_p), .x_in( w_x[8]), .acc_in( w_acc[8]), 
        .coef( 16'b1111111001110011), .x_out( w_x[9]), .acc_out( w_acc[9]));
    FIR_stage state_10_inst( .clk( clk), .reset_p( reset_p), .x_in( w_x[9]), .acc_in( w_acc[9]), 
        .coef( 16'b1111111101111000), .x_out( ), .acc_out( tmp_y));
    assign y = tmp_y[31:16];
endmodule
module FIR_stage(
    input clk,
    input reset_p,
    input [15:0]x_in,
    input [31:0]acc_in,
    input [15:0]coef,
    output [15:0]x_out,
    output [31:0]acc_out
);
    reg [15:0]shift_reg;
    reg [15:0]pipe_reg_in;
    reg [31:0]pipe_reg_acc;
    always@( posedge clk or posedge reset_p)begin
        if( reset_p == 1'b1)begin
            shift_reg <= 16'b0;
            pipe_reg_in <= 16'b0;
            pipe_reg_acc <= 16'b0;
        end else begin
            pipe_reg_in <= x_in;
            shift_reg <= pipe_reg_in;
            pipe_reg_acc <= acc_in;
        end
    end
    assign x_out = shift_reg;
    assign acc_out = pipe_reg_acc + (coef * shift_reg);
endmodule
```

==> out/qor.yml <==
path_depth: 27
drv_slew: 0
startpoint_type: "flop"
io_buffers: 33
clockRootBuffer: "clkbuf_16"
hold_viol: 0
route.detailed.drc: 0
ys_seq_share: 0.227
fmaxAchievable_mhz: 87.6
syn-cell-area_um2: 73100
crit_path_frequent_cell: "fa_1"
crit_buf_inv: 3
syn_avg_cell_area_um2: 10.6
clk_pin_slew_worst_paths_ns: 0.07
crit_path_end_kind: "primary output"
ys.flops: 664
outcome: "complete, no violations"
wl_per_cell_um: 16.2
wirelength_um: 152000
warnings: 81
dp_slack_ns: 2.47
worstPathRequired_ns: 10.56
grt-ovfl-total: 0
die_w_um: 429
fin_worst_skew_ns: 0.0251
syn_inst: 6882
comb_area_um2: 50000
areaGrowthSynthToFinish_pct: 8.53
initCoreUtil: 0.404
coreArea_um2: 181000
drt_iter0_markers: 2037
dp_cells: 9258
maxCapViolations: 0
die_h_um: 429
num_vias: 45800
worst_slack_ns: 1.78
ant_nets: 0
yosys_most_used_dff: "dfrtp_1"
yosys_area_um2: 73100
diodes: 0
grt_antenna_before_repair: 0
fin_crit_sh: 0.865
gp_congestion: 0.919
grtUsageTotal: 0.184
numCtsBuffers: 80
cts-resized-gates: 0
num_rows: 156
ioPinCount: 34
clock_sinks: 664
fin_util: 0.438
hold_buffers: 0
setup_viol: 0
fill_cells: 16700
layout_top_cell: "inv_1"
final_cell_mix: "1679 x inv_1, 1225 x ha_1, 993 x fa_1"
path_delay_family: "adder cells"
firstDrtPassIters: 5
dieArea_um2: 184000
yosys_cells: 6882
fin_cells: 9408
cp_max_fo: 8
clock_latency_ns: 0.70
cts_max_level: 3
synth-edff-count: 0
slowest_delay_ns: 0.70
worstRegToRegCells: 24
avgViaCountPerCell: 4.87
tightest_slew_ns: 0.932
synth_warnings: 2
relSlewSlack: 0.370
grt_setup_unrepaired: "false"
clock_path_buffers: 3
grt_pass1_wl_um: 258000
cts_setup_buffers: 0
seqCellArea_um2: 16600
synthArstFlopShare: 1.00
min_period_ns: 11.42
cts_tree: "built"
dp_hpwl_um: 129000
grt_max_degree: 114
grt_pass1_vias: 48800
tns_ns: 0
synth_cell_types: 88
critPathSlowestCell: "fa_1"
drive_above_1_share: 0.0296
worstPathArrival_ns: 8.78
min_path_type: "reg2reg"
whs_path_depth: 0
path_class: "reg2out"
-- area by class of cell --
class,count,area share
flip-flops and latches,664,0.209
multi-input cells,4497,0.630
repair buffers,47,0.00580
well taps,2370,0.0374
clock inverters,49,0.00942
inverters,1680,0.0795
clock buffers,101,0.0279
-- metal layers --
| metal | GRT usage | wire length, um | vias to the layer above |
|---|---|---|---|
| met4 | 0.0203 | 2080 | 0 |
| met2 | 0.268 | 66800 | 973 |
| met1 | 0.286 | 71100 | 22300 |
| li1 | - | - | 22400 |
| met3 | 0.0626 | 12000 | 131 |
| met5 | 0 | 0 | - |
-- synthesized netlist by cell type, types with 79 or more instances --
cell type	instances	area [um^2]
xnor2_1	290	2540
inv_1	1680	6310
ha_1	1225	15300
nand3_1	79	395
a21oi_1	328	1640
nand2_1	158	593
dfrtp_1	664	16600
o21ai_0	155	776
a21o_1	236	1770
xor2_1	121	1060
fa_1	993	19900
nor2_1	190	713
-- per-stage QoR --
step                      instance area (um^2)  hold WS, ns
after detailed placement                 76400        0.335
after floorplan                          73100        0.331
after global placement                   76400        0.331
after global routing                     79300        0.345
final                                    79300        0.325
after CTS                                79300        0.336
-- worst reg2reg max path, stage by stage (launching register included) --
cell	delay, ns
dfrtp_1	0.70
fa_1	0.52
inv_1	0.08
fa_1	0.45
fa_1	0.55
inv_1	0.05
fa_1	0.48
inv_1	0.05
fa_1	0.47
inv_1	0.04
ha_1	0.31
o21ai_0	0.13
o21ai_0	0.31
a41oi_1	0.33
o21a_1	0.35
xnor2_1	0.16
ha_1	0.37
a21oi_1	0.29
o211ai_1	0.15
a41oi_1	0.31
o211ai_1	0.15
a2111oi_0	0.62
nor2_1	0.19
mux2i_1	0.20
o311ai_0	0.14
-- cells by family after synthesis --
group / Yosys count / synth area share
and+or+nand+nor: 744 / 0.0506
adders and majority gates: 2218 / 0.482
muxes: 10 / 0.00139
AOI/OAI and AO/OA: 1113 / 0.101
xor gates and xnor gates: 412 / 0.0496
DFF: 664 / 0.227
buffers and inverters: 1721 / 0.0884
-- final timing paths --
check / slack, ns / to / from
worst max-delay path: 1.78 / y[15] / state_10_inst.shift_reg[5]
worst min-delay path: 0.33 / state_8_inst.shift_reg[8] / state_8_inst.pipe_reg_in[8]
worst max register to register: 5.66 / state_8_inst.pipe_reg_acc[30] / state_7_inst.shift_reg[6]
worst min register to register: 0.33 / state_8_inst.shift_reg[8] / state_8_inst.pipe_reg_in[8]
max in group asynchronous: 8.00 / state_6_inst.pipe_reg_in[11] / reset_p
min in group asynchronous: 2.34 / state_0_inst.pipe_reg_in[0] / reset_p
