===== /design/flow/design.v =====
module fourbit_tiny_processor(
    input clock,
    input reset_p,
    input [3:0]gpio_in,
    output [3:0]gpio_out
    );
    reg [2:0]state;
    reg [3:0]PC;
    reg [3:0]INST, IMM;
    reg [3:0]wr_en;
    reg jump_en;
    reg [1:0]sel_idx;
    reg [3:0]sel_val;
    reg [3:0]REGA, REGB;
    reg [3:0]add_result;
    reg CF;
    reg [3:0]gpio_out;
    wire [4:0]tmp_add_result;
    always@( posedge clock or posedge reset_p)begin
        if( reset_p == 1'b1)begin
            state <= 3'b000;
            PC <= 4'b0;
            INST <= 4'b0;
            IMM <= 4'b0;
            wr_en <= 4'b0;
            jump_en <= 1'b0;
            sel_idx <= 2'b0;
            sel_val <= 4'b0;
            REGA <= 4'b0;
            REGB <= 4'b0;
            add_result <= 4'b0;
            CF <= 1'b0;
            gpio_out <= 4'b0;
        end else begin
            case( state)
            3'b000:begin  
                state <= 3'b001;
                {INST, IMM} <= ROM( PC);                
            end
            3'b001:begin  
                state <= 3'b010;
                {wr_en, jump_en, sel_idx} <= INST_DEC( INST, CF);
            end
            3'b010:begin  
                state <= 3'b011;
                sel_val <= sel_idx == 2'b00 ? REGA :
                                    sel_idx == 2'b01 ? REGB :
                                    sel_idx == 2'b10 ? gpio_in :
                                    4'b0000;
            end
            3'b011:begin  
                state <= 3'b100;
                add_result <= tmp_add_result[3:0];
                CF <= tmp_add_result[4];
            end
            3'b100:begin  
                state <= 3'b000;
                if( wr_en[0] == 1'b1) REGA <= add_result;
                if( wr_en[1] == 1'b1) REGB <= add_result;
                if( wr_en[2] == 1'b1) gpio_out <= add_result;
                if( jump_en == 1'b1)
                    PC <= add_result;
                else
                    PC <= PC + 1'b1;
            end
            default:begin
                state <= 3'b000;
            end
            endcase
        end
    end
    function [7:0]ROM( input [3:0]address);
    begin
        case( address)
        4'b0000: ROM = 8'h81;
        4'b0001: ROM = 8'h82;
        4'b0010: ROM = 8'h84;
        4'b0011: ROM = 8'h88;
        4'b0100: ROM = 8'h84;
        4'b0101: ROM = 8'h82;
        4'b0110: ROM = 8'hA0;
        4'b0111: ROM = 8'h00;
        4'b1000: ROM = 8'h00;
        4'b1001: ROM = 8'h00;
        4'b1010: ROM = 8'h00;
        4'b1011: ROM = 8'h00;
        4'b1100: ROM = 8'h00;
        4'b1101: ROM = 8'h00;
        4'b1110: ROM = 8'h00;
        4'b1111: ROM = 8'h00;
        endcase
    end
    endfunction
    function [6:0]INST_DEC( input [3:0]inst, input CF);
    begin
        casex( {inst, CF})
        5'b0000_x: INST_DEC = 7'b1001_0_11;
        5'b0001_x: INST_DEC = 7'b1010_0_11;
        5'b0010_x: INST_DEC = 7'b1001_0_01;
        5'b0011_x: INST_DEC = 7'b1010_0_00;
        5'b0100_x: INST_DEC = 7'b1001_0_00;
        5'b0101_x: INST_DEC = 7'b1010_0_01;
        5'b0110_x: INST_DEC = 7'b1001_0_10;
        5'b0111_x: INST_DEC = 7'b1010_0_10;
        5'b1000_x: INST_DEC = 7'b1100_0_11;
        5'b1001_x: INST_DEC = 7'b1100_0_01;
        5'b1010_x: INST_DEC = 7'b1000_1_11;
        5'b1011_0: INST_DEC = 7'b1000_1_11;
        5'b1011_1: INST_DEC = 7'b1000_0_11;
        default:   INST_DEC = 7'b0000_0_00;
        endcase
    end
    endfunction
    assign tmp_add_result = sel_val + IMM;
endmodule
module topmodule_fourbit_tiny_processor(
    input sysclk,
    input [0:0]btn,
    output [3:0]led
    );
    reg [24:0]count;  
    always@( posedge sysclk or posedge btn[0])begin
        if( btn[0] == 1'b1) begin
            count <= 25'b0;
        end else begin
            count <= count + 1'b1;
        end    
    end
    fourbit_tiny_processor tiny_processor_inst(
        .clock( count[24]),
        .reset_p( btn[0]),
        .gpio_in( 4'b0000),
        .gpio_out( led)
    );    
endmodule

===== /design/flow/run.sh =====
#!/bin/bash
# OpenROAD 26Q1-2900-gdf79404cd8, Yosys 0.63+post, stock flow scripts
make -C /OpenROAD-flow-scripts/flow DESIGN_CONFIG=/design/flow/config.mk WORK_HOME=/design/flow/orfs finish

===== /design/flow/config.mk =====
export PLATFORM = sky130hd
export DESIGN_NAME = topmodule_fourbit_tiny_processor
export DESIGN_NICKNAME = topmodule_fourbit_tiny_processor
export VERILOG_FILES = /design/flow/design.v
export SDC_FILE = /design/flow/constraint.sdc
export NUM_CORES = 4
export LEC_CHECK = 1
export CORE_UTILIZATION = 30

===== /design/flow/constraint.sdc =====
current_design topmodule_fourbit_tiny_processor

set clk_period 3.3
set clk_io_pct 0.2

create_clock -name clk0 -period $clk_period [get_ports {sysclk}]

set non_clock_inputs [all_inputs -no_clocks]
set_input_delay [expr $clk_period * $clk_io_pct] -clock clk0 $non_clock_inputs
set_output_delay [expr $clk_period * $clk_io_pct] -clock clk0 [all_outputs]

==> ds_physical_params.txt <==
Table: implementation figures

Parameter                              Value

Place
  Worst setup slack after placement .................. 1.34 ns
  Post-DP Area .................. 2780 sq um
  Gpl congestion .................. 0.781
  Count of input and output buffers .................. 5
  Detail Placement HPWL .................. 2790 um

Route
  Top routing layer in use .................. met3
  Routed wire length on met3 .................. 126 um
  Via total after detailed routing .................. 1518
  Routed met2 length .................. 1740 um
  Number of remaining DRC errors .................. 0
  Antenna diode count .................. 0
  Pre-antenna DRT Iters .................. 4
  Initial drt markers .................. 18
  Met1 Routed Length .................. 1910 um
  WL final .................. 3780 um
  Count of nets left with antenna violations after detail routing .................. 0
  Via-to-Cell Ratio .................. 4.54
  WL/cell .................. 11.3 um

Floorplan
  Number of top-level design ports .................. 6
  Die Y-Extent .................. 95.1 um
  Pre-Place Util .................. 0.313
  Core area .................. 8300 sq um
  Standard-cell row count .................. 33
  Die area .................. 9030 sq um
  Floorplan die width .................. 95.1 um

Power and ir drop
  Sw Ratio .................. 0.207
  Fraction of power consumed by the clock network .................. 0.350
  Internal power consumption .................. 0.392 mW
  Peak ir drop on the vdd network .................. 0.000440 V
  Final total power .................. 0.494 mW
  Combinational group share of total power .................. 0.031
  Power per cell area .................. 175 nW/um^2
  Share of total power in sequential cells .................. 0.619
  Leak Pwr .................. 1.34 nW
  Net switching power .................. 0.102 mW

Final timing
  PnR worst setup slack .................. 1.34 ns
  Finish-stage setup viols .................. 0
  Max frequency .................. 510 MHz
  Final Max-Slew Violation Tally .................. 0
  Post-route clock period utilization .................. 0.595
  Minimum clock period .................. 1.96 ns
  Post-Route Setup TNS .................. 0 ns
  Final Hold Violating Endpoints .................. 0
  Number of unconstrained endpoints .................. 39
  Measured slew at the worst slew-check pin .................. 0.731 ns
  Register pins left without a clock .................. 35
  Setup repair after global routing missed its margin .................. false
  Worst Skew .................. 0.00251 ns
  Max_slew headroom .................. 0.508

Setup path
  Largest fanout on the critical path .................. 5
  Start point of the critical path .................. count[0]
  Crit path to .................. count[24]
  Launching element type of the critical path .................. flip-flop
  RR Startpoint .................. count[0]
  Peak per-stage delay on the critical path .................. 0.68 ns
  Class of the most critical setup path .................. flip-flop to flip-flop
  Reg-to-reg critical path endpoint .................. count[24]
  R2R setup slack .................. 1.34 ns
  Critical Path, Cell by Cell .................. ha_1 -> nand4_2 -> or4_1 -> nor4_4 -> xor2_1
  Delay-heaviest family, CP .................. simple AND/OR/NAND/NOR gates
  Instance count on the critical path .................. 5
  Worst Reg2Reg Path Length in Cells .................. 5
  Buffering stage count on the worst path with inverters included .................. 0
  Arrival time of the worst setup path .................. 2.15 ns
  CP Capture Type .................. flip-flop
  Slowest cell on crit path .................. sky130_fd_sc_hd__or4_1
  Required time at the endpoint of the critical path .................. 3.49 ns

Synth
  Avg Synthesized Cell Area .................. 11.7 sq um
  Top cell type by total area after synthesis .................. sky130_fd_sc_hd__dfrtp_1
  Adder-cell share of the synthesized area .................. 0.0559
  Xor+xnor area frac .................. 0.0877
  Fraction of the mapped netlist area in simple logic gates .................. 0.125
  Comb area leader .................. simple AND/OR/NAND/NOR gates
  Number of warnings reported in the yosys synthesis log .................. 2
  Sequential area share after synthesis .................. 0.579
  Count of state elements after synthesis .................. 60
  Share of the synthesized area in the top cell type .................. 0.559
  Cell area leaders .................. sky130_fd_sc_hd__dfrtp_1 56%, sky130_fd_sc_hd__xnor2_1 5.4%, sky130_fd_sc_hd__ha_1 4.8%
  Yosys-reported design area after synthesis .................. 2600 sq um
  Area fraction in mux cells .................. 0.0626
  Fraction of the mapped netlist area in compound gates .................. 0.0530
  Post-synth design cell area .................. 2600 sq um
  Cell variety after synth .................. 31
  Post-synthesis instance total .................. 222
  Number of cell instances after yosys synthesis .................. 222

CTS
  Number of instances resized during post-cts repair .................. 0
  Post-CTS Hold Buffers .................. 0
  Inserted Clock Buffers .................. 3
  Clock buffer depth .................. 2
  CTS Root Buffer Type .................. sky130_fd_sc_hd__clkbuf_8
  Clock-pin slew of the registers on the worst-case setup and hold paths .................. 0.08 ns
  Clk latency late pin .................. 0.26 ns
  CTS HTree Levels .................. 1
  Post-CTS Repair Setup Buffers .................. 0
  TritonCTS clock tree .................. yes

Layout
  Area overhead of the layout relative to synthesis .................. 8.72%
  Final design instance area without fill .................. 2820 sq um
  Final core occ .................. 0.340
  Proportion of layout cells with a drive suffix above 1 .................. 0.0917
  Layout filler cell count .................. 788

Outcome
  Status .................. finished clean

Global route
  Number of global-route vias before repair .................. 1506
  Maximum number of pins on one net before global-route repair .................. 36
  Global-route wire length before repair .................. 6760 um
  Overall overflow remaining after global route .................. 0
  Overall Global Routing Usage .................. 0.0956
  Number of antenna violations at the first check in global routing .................. 0

Worst hold path
  Hold Path Class .................. flip-flop to flip-flop

Run
  Number of warnings the tools reported .................. 29
  Max-cap violations .................. 0
sequential cells by signal, indices dropped and copies added (netlist names), 2 cells and up:
name	count
tiny_processor_inst.wr_en	2
tiny_processor_inst.state	5
tiny_processor_inst.REGA	4
tiny_processor_inst.PC	4
tiny_processor_inst.sel_val	4
tiny_processor_inst.gpio_out	4
count	25
tiny_processor_inst.add_result	4
tiny_processor_inst.INST	2
tiny_processor_inst.IMM	4
per-layer routing:
| metal | track usage | up-vias |
|---|---|---|
| li1 | - | 769 |
| met1 | 0.151 | 732 |
| met2 | 0.148 | 17 |
| met3 | 0.0227 | 0 |
| met4 | 0 | 0 |
| met5 | 0 | - |
cell type report:
type                            count  area (sq um)  share of cell area
Inverter                           21          78.8              0.0279
Sequential cell                    60          1500               0.533
Clock buffer                        3          41.3              0.0146
Tap cell                          105           131              0.0465
Clock inverter                      1          5.00             0.00177
Timing Repair Buffer                7          65.1              0.0230
Multi-Input combinational cell    137           998               0.354
cells in the final DEF (no fill, tap or decap), types with 2 or more instances in the layout:
cell type,instances
sky130_fd_sc_hd__nand4_1,7
sky130_fd_sc_hd__nor2_1,13
sky130_fd_sc_hd__mux2_2,10
sky130_fd_sc_hd__nand2_1,13
sky130_fd_sc_hd__dfrtp_1,58
sky130_fd_sc_hd__clkdlybuf4s50_1,5
sky130_fd_sc_hd__and3_1,4
sky130_fd_sc_hd__dfstp_2,2
sky130_fd_sc_hd__o32ai_1,2
sky130_fd_sc_hd__ha_1,10
sky130_fd_sc_hd__mux2i_1,5
sky130_fd_sc_hd__xor2_1,10
sky130_fd_sc_hd__and4_1,2
sky130_fd_sc_hd__inv_1,20
sky130_fd_sc_hd__xnor2_1,16
sky130_fd_sc_hd__nand3_1,15
sky130_fd_sc_hd__buf_4,2
sky130_fd_sc_hd__clkbuf_8,3
sky130_fd_sc_hd__o21ai_0,8
sky130_fd_sc_hd__o22ai_1,3
sky130_fd_sc_hd__a21oi_1,8
cells in the mapped netlist:
cell                       count
sky130_fd_sc_hd__dfrtp_1      58
sky130_fd_sc_hd__nor2b_1       1
sky130_fd_sc_hd__and4_1        2
sky130_fd_sc_hd__nand3_1      15
sky130_fd_sc_hd__nand3b_1      1
sky130_fd_sc_hd__ha_1         10
sky130_fd_sc_hd__o31ai_1       1
sky130_fd_sc_hd__nand4_2       1
sky130_fd_sc_hd__a21o_1        1
sky130_fd_sc_hd__nor4_1        1
sky130_fd_sc_hd__xor2_1       10
sky130_fd_sc_hd__mux2i_1       5
sky130_fd_sc_hd__a21oi_1       8
sky130_fd_sc_hd__or4_1         1
sky130_fd_sc_hd__xnor2_1      16
sky130_fd_sc_hd__nand2_1      13
sky130_fd_sc_hd__nor4_4        1
sky130_fd_sc_hd__dfstp_2       2
sky130_fd_sc_hd__nand4_1       7
sky130_fd_sc_hd__o32ai_1       2
sky130_fd_sc_hd__nor2_1       13
sky130_fd_sc_hd__clkbuf_1      3
sky130_fd_sc_hd__inv_1        21
sky130_fd_sc_hd__a31oi_1       1
sky130_fd_sc_hd__buf_2         1
sky130_fd_sc_hd__fa_1          1
sky130_fd_sc_hd__and3_1        4
sky130_fd_sc_hd__mux2_2       10
sky130_fd_sc_hd__o22ai_1       3
sky130_fd_sc_hd__o21ai_0       8
sky130_fd_sc_hd__nor3_1        1
worst reg2reg max path: cells and delay by family, from the launching register on:
family,cells,cell delay [ns]
XOR/XNOR,1,0.16
adder cells (fa/ha/maj),1,0.23
flip-flops,1,0.39
AND/OR/NAND/NOR,3,1.11
power groups by stage:
stage	sequential, mW	clock (mW)	combinational (mW)
4_1_cts	0.306	0.180	0.0170
5_1_grt	0.306	0.187	0.0195
6_report	0.306	0.173	0.0154
per-stage QoR:
stage / hold slack (ns) / instances
2_1_floorplan: 0.441 / 222
3_3_place_gp: 0.458 / 330
3_5_place_dp: 0.458 / 330
4_1_cts: 0.476 / 334
5_1_grt: 0.497 / 334
6_report: 0.475 / 334
worst min path at each step:
stage / startpoint / endpoint / slack [ns] / cells after the start
after CTS: count[8] / count[8] / 0.48 / 1
after global routing: count[8] / count[8] / 0.50 / 1
final: count[8] / count[8] / 0.47 / 1
kinds of logic (layout without fill, tap and decap cells):
family	after synthesis	in the layout
flops	60	60
buf+inv	25	32
simple gates	61	61
fa+ha+maj	11	11
mux	15	15
compound gates	24	24
xor+xnor	26	26
Power figures rest on the tool's default switching activity, not on a simulated workload.
